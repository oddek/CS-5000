**flow/design.v**
```verilog
module axi_conduit_merger #(
  parameter ID_WIDTH      = 1,
  parameter DATA_WIDTH    = 128,
  parameter ADDRESS_WIDTH = 32,
  parameter AXUSER_WIDTH  = 5  
) (
output       				m_awvalid,  
output [3:0] 				m_awlen  ,  
output [2:0] 				m_awsize ,  
output [1:0] 				m_awburst,  
output [1:0] 				m_awlock ,  
output [3:0] 				m_awcache,  
output [2:0] 				m_awprot ,  
input        				m_awready,  
output [AXUSER_WIDTH-1:0] 	m_awuser ,  
output       				m_arvalid,  
output [3:0] 				m_arlen  ,  
output [2:0] 				m_arsize ,  
output [1:0] 				m_arburst,  
output [1:0] 				m_arlock ,  
output [3:0] 				m_arcache,  
output [2:0] 				m_arprot ,  
input        				m_arready,  
output [AXUSER_WIDTH-1:0] 	m_aruser ,  
input        				m_rvalid ,  
input        				m_rlast  ,  
input  [1:0] 				m_rresp  ,  
output       				m_rready ,  
output       				m_wvalid ,  
output       				m_wlast  ,  
input        				m_wready ,  
input        				m_bvalid ,  
input  [1:0] 				m_bresp  ,  
output       				m_bready ,  
output [ADDRESS_WIDTH-1:0] 	m_awaddr ,   
output [ID_WIDTH-1:0] 		m_awid   ,   
output [ADDRESS_WIDTH-1:0] 	m_araddr ,   
output [ID_WIDTH-1:0] 		m_arid   ,   
input  [DATA_WIDTH-1:0] 	m_rdata  ,   
input  [ID_WIDTH-1:0] 		m_rid    ,   
output [DATA_WIDTH-1:0] 	m_wdata  ,   
output [DATA_WIDTH/8-1:0]  	m_wstrb  ,   
output [ID_WIDTH-1:0] 		m_wid    ,   
input  [ID_WIDTH-1:0] 		m_bid    ,   
input       				s_awvalid,  
input  [3:0] 				s_awlen  ,  
input  [2:0] 				s_awsize ,  
input  [1:0] 				s_awburst,  
input  [1:0] 				s_awlock ,  
input  [3:0] 				s_awcache,  
input  [2:0] 				s_awprot ,  
output         				s_awready,  
input  [AXUSER_WIDTH-1:0] 	s_awuser ,  
input       				s_arvalid,  
input  [3:0] 				s_arlen  ,  
input  [2:0] 				s_arsize ,  
input  [1:0] 				s_arburst,  
input  [1:0] 				s_arlock ,  
input  [3:0] 				s_arcache,  
input  [2:0] 				s_arprot ,  
output         				s_arready,  
input  [AXUSER_WIDTH-1:0] 	s_aruser ,  
output        				s_rvalid ,  
output        				s_rlast  ,  
output [1:0] 				s_rresp  ,  
input       				s_rready ,  
input       				s_wvalid ,  
input       				s_wlast  ,  
output        				s_wready ,  
output        				s_bvalid ,  
output [1:0] 				s_bresp  ,  
input       				s_bready ,  
input  [ADDRESS_WIDTH-1:0] 	s_awaddr,   
input  [ID_WIDTH-1:0] 		s_awid  ,   
input  [ADDRESS_WIDTH-1:0] 	s_araddr,   
input  [ID_WIDTH-1:0] 		s_arid  ,   
output [DATA_WIDTH-1:0] 	s_rdata ,   
output [ID_WIDTH-1:0] 		s_rid   ,   
input  [DATA_WIDTH-1:0] 	s_wdata ,   
input  [DATA_WIDTH/8-1:0]  	s_wstrb ,   
input  [ID_WIDTH-1:0] 		s_wid   ,   
output [ID_WIDTH-1:0] 		s_bid   ,  
input [3:0] 				c_awcache,
input [2:0] 				c_awprot ,
input [AXUSER_WIDTH-1:0] 	c_awuser,
input [3:0] 				c_arcache,
input [2:0] 				c_arprot ,
input [AXUSER_WIDTH-1:0] 	c_aruser,
input    					clk,
input    					rst_n 
);
wire                        axi_wbus_bp;
wire                        axi_rbus_bp;
wire [3:0] 					v_awcache;
wire [2:0] 					v_awprot;
wire [AXUSER_WIDTH-1:0] 	v_awuser;
reg  [3:0] 					r_awcache;
reg  [2:0] 					r_awprot;
reg  [AXUSER_WIDTH-1:0] 	r_awuser;
wire [3:0] 					v_arcache;
wire [2:0] 					v_arprot;
wire [AXUSER_WIDTH-1:0] 	v_aruser;
reg  [3:0] 					r_arcache;
reg  [2:0] 					r_arprot;
reg  [AXUSER_WIDTH-1:0] 	r_aruser;
assign axi_wbus_bp = s_awvalid & ~m_awready;
assign v_awcache  = (!axi_wbus_bp) ? c_awcache : r_awcache;
assign v_awprot   = (!axi_wbus_bp) ? c_awprot  : r_awprot;
assign v_awuser   = (!axi_wbus_bp) ? c_awuser  : r_awuser;
assign v_arcache  = (!axi_rbus_bp) ? c_arcache : r_arcache;
assign v_arprot   = (!axi_rbus_bp) ? c_arprot  : r_arprot;
assign v_aruser   = (!axi_rbus_bp) ? c_aruser  : r_aruser;
always @(posedge clk or negedge rst_n) begin
if (!rst_n) begin
  r_awcache <= 4'd0;
  r_awprot  <= 3'd0;
  r_awuser  <= {AXUSER_WIDTH{1'b0}};
  r_arcache <= 4'd0;
  r_arprot  <= 3'd0;
  r_aruser  <= {AXUSER_WIDTH{1'b0}};
  end
else begin
  r_awcache <= v_awcache;
  r_awprot  <= v_awprot;
  r_awuser  <= v_awuser;
  r_arcache <= v_arcache;
  r_arprot  <= v_arprot;
  r_aruser  <= v_aruser;
  end
end
assign m_awcache = r_awcache;
assign m_awprot  = r_awprot;
assign m_awuser  = r_awuser;
assign m_arcache = r_arcache;
assign m_arprot  = r_arprot;
assign m_aruser  = r_aruser;
assign m_awvalid = s_awvalid   ;
assign m_awlen   = s_awlen     ;
assign m_awsize  = s_awsize    ;
assign m_awburst = s_awburst   ;
assign m_awlock  = s_awlock    ;
assign m_awaddr  = s_awaddr    ;
assign m_awid    = s_awid      ;
assign s_awready = m_awready   ;
assign m_arvalid = s_arvalid   ;
assign m_arlen   = s_arlen     ;
assign m_arsize  = s_arsize    ;
assign m_arburst = s_arburst   ;
assign m_arlock  = s_arlock    ;
assign m_araddr  = s_araddr    ;
assign m_arid    = s_arid      ;
assign s_arready = m_arready   ;
assign s_rvalid  = m_rvalid    ;
assign s_rlast   = m_rlast     ;
assign s_rresp   = m_rresp     ;
assign s_rdata   = m_rdata     ;
assign s_rid     = m_rid       ;
assign m_rready  = s_rready    ;
assign m_wvalid  = s_wvalid    ;
assign m_wlast   = s_wlast     ;
assign m_wdata   = s_wdata     ;
assign m_wstrb   = s_wstrb     ;
assign m_wid     = s_wid       ;
assign s_wready  = m_wready    ;
assign s_bvalid  = m_bvalid    ;
assign s_bresp   = m_bresp     ;
assign s_bid     = m_bid       ;
assign m_bready  = s_bready    ;      
endmodule
```
**flow/run.sh**
```bash
#!/bin/bash
# OpenROAD 26Q1-2900-gdf79404cd8, Yosys 0.63+post, stock flow scripts
make -C /OpenROAD-flow-scripts/flow DESIGN_CONFIG=/design/flow/config.mk WORK_HOME=/design/flow/orfs finish
```
**flow/config.mk**
```make
export PLATFORM = sky130hd
export DESIGN_NAME = axi_conduit_merger
export DESIGN_NICKNAME = axi_conduit_merger
export VERILOG_FILES = /design/flow/design.v
export SDC_FILE = /design/flow/constraint.sdc
export NUM_CORES = 4
export LEC_CHECK = 1
export CORE_AREA = 10 10 322 322
export DIE_AREA = 0 0 332 332
```
**flow/constraint.sdc**
```tcl
current_design axi_conduit_merger

set clk_period 1.1
set clk_io_pct 0.2

create_clock -name clk0 -period $clk_period [get_ports {clk}]

set non_clock_inputs [all_inputs -no_clocks]
set_input_delay [expr $clk_period * $clk_io_pct] -clock clk0 $non_clock_inputs
set_output_delay [expr $clk_period * $clk_io_pct] -clock clk0 [all_outputs]
```
==> Table 3: Implementation characteristics <==
Physical design parameters

Parameter                              Value

Run status
  Result of the run .................. finished clean

Pwr
  Proportion of power drawn by combinational gates .................. 0.197
  Power density of the placed cells .................. 604 nW/um^2
  Internal power of the cells .................. 1.26 mW
  Total power consumption of the routed design .................. 1.62 mW
  Reported leakage power .................. 0.540 nW
  Psw .................. 0.359 mW
  IR Drop Worst-Case VDD .................. 0.421 mV
  Part of the power in registers .................. 0.315
  Switching Fraction .................. 0.222
  Clock share of power .................. 0.488

Placement
  Worst slack, placed .................. -0.469 ns
  Area after DPL .................. 2470 sq um
  Total of buffers placed on input and output ports .................. 29
  Final Wtd Congestion .................. 0.738
  Sum of net half-perimeters after detailed placement .................. 72.1 mm

STA
  Skew final .................. 0 ns
  Final worst path period share .................. 0.979
  Highest clock rate .................. 929 MHz
  Time the worst path needs with I/O delays and setup .................. 1.08 ns
  Final max-slew violation count .................. 0
  Final worst-path setup slack .................. 0.0236 ns
  Final hold violation count .................. 0
  Unrepaired setup endpoints after global routing .................. yes
  Final-layout worst hold slack .................. 0.292 ns
  Final number of setup-violating endpoints .................. 0

Floorplanning
  Die Span X .................. 332 um
  Number of ports placed on the die boundary .................. 832
  Die Area .................. 110,000 sq um
  Core region area .................. 96,700 sq um
  Initial core utilization .................. 0.0356
  Die span in y .................. 332 um
  Placement Rows .................. 114

Setup path
  Maximum net fanout on the critical path .................. 2
  Crit-path cells .................. dlygate4sd2_1
  Arr. time, crit path .................. 0.86 ns
  Largest delay contributor family on the critical path .................. flip-flops
  Critical path's slowest cell .................. dfrtp_1
  CP Buf/Inv Count .................. 1
  Worst EP required .................. 0.88 ns
  CP Launch Type .................. flop
  Crit-path max cell delay .................. 0.37 ns
  Worst Path Class, Setup .................. flop to output port
  Worst-case register-to-register setup slack .................. 0.12 ns
  Type of destination of the critical path .................. output port

Detailed routing
  Number of inserted diodes .................. 0
  ANT nets after route .................. 0
  DRC errors left .................. 0
  Routed wire per std cell .................. 53.8 um
  Detailed Route WL .................. 73.3 mm
  DR iter-0 viols .................. 12
  Per-cell via count in the routed design .................. 0.801
  Total via count after detailed routing .................. 1,091
  First drt pass iteration count .................. 4

Synth
  Mean instance size in the synthesized netlist .................. 8.24 sq um
  Post-synthesis cell area .................. 3450 sq um
  Tally of unique sky130hd cells used after synthesis .................. 7
  Cells after synthesis .................. 418
  Number of warnings printed during yosys synthesis .................. 2
  Chip area from the yosys synthesis statistics .................. 3450 sq um
  Number of flip-flops and latches in the synthesized netlist .................. 12
  Number of standard cells reported by yosys .................. 418
  Part of the Yosys area used for sequential elements .................. 0.0871

Final layout
  Most numerous logic cell after layout .................. buf_4
  Layout overhead on the synthesized area .................. -22.4%
  Commonest non-fill, non-tap cells in the layout .................. buf_4 (14), clkdlybuf4s50_1 (13), conb_1 (12)
  Area taken by multi-input logic gates .................. 235 sq um
  Proportion of layout cells with a drive suffix above 1 .................. 0.477
  Layout Utilization .................. 0.0276
  Fin area .................. 2670 sq um
  Register cell area after layout .................. 302 sq um
  Count of filler cells inserted in the layout .................. 11,600

Clock tree
  Root Buffer Master .................. clkbuf_16
  Maximum buffer depth of the clock tree .................. 2
  Number of H-tree branching levels .................. 1
  Clock latency on the worst-skew pair .................. 0.24 ns
  Clk sinks .................. 12
  Clock transition at path regs .................. 0.06 ns
  Number of buffers inserted during clock tree synthesis .................. 3
  CTS tree .................. yes

GRT
  Largest net degree at the start of global routing .................. 13
  Global-route wire length before repair .................. 76.6 mm
  Antenna violations before repair .................. 2
  GRT Residual Overflow .................. 0
  Total global routing track utilization .................. 0.129
  Vias in the first global route .................. 1,051

Min path
  Worst hold path class .................. input pin to asynchronous set/reset pin

Flow run
  Count of tool warnings .................. 63
  Number of maximum-capacitance constraint violations .................. 0
-- sequential cells by signal, indices dropped and copies added, names as in the netlist --
signal	count
r_awprot	3
r_awuser	5
r_awcache	4
-- Yosys cell counts (all sizes together) --
library cell  count  share of area
buf             392           0.86
conb              1         0.0011
dfrtp            12          0.087
mux2             12          0.050
nor2b             1         0.0040
-- power groups by stage --
| stage | Clock, mW | Combinational [mW] | Sequential [mW] |
|---|---|---|---|
| after global routing | 0.851 | 0.346 | 0.516 |
| after CTS | 0.833 | 0.316 | 0.511 |
| final | 0.789 | 0.319 | 0.508 |
-- layout make-up --
type                            count  area share
Clock buffer                        4      0.0332
Multi-Input combinational cell     25      0.0880
Tap cell                         1276       0.597
Sequential cell                    12       0.113
Timing Repair Buffer               45       0.169
-- per-stage QoR --
| step | std cells | TNS (ns) |
|---|---|---|
| 3_5_place_dp | 1346 | -5.36 |
| 5_1_grt | 1362 | -0.0201 |
| 2_1_floorplan | 429 | 0 |
| 4_1_cts | 1360 | -0.0177 |
| 3_3_place_gp | 1346 | -5.49 |
| 6_report | 1362 | 0 |
-- logic make-up (layout without fill, tap and decap cells) --
logic type | after synthesis | count (layout) | share of synthesized area
buffers and inverters | 392 | 49 | 0.858
multiplexers | 12 | 12 | 0.0501
flip-flops | 12 | 12 | 0.0871
other | 1 | 12 | 0.00109
AND/OR/NAND/NOR | 1 | 1 | 0.00399
-- what timing repair did --
action	CTS	global route
hold buffers	0	0
buffers inserted	9	2
cloned	1	0
endpoints found under the setup margin	25	6
resized	35	4
-- layer usage --
layer,global-route usage,vias to the layer above,wire (um)
li1,-,196,-
met1,0.0167,275,3310
met2,0.181,522,29800
met3,0.321,92,38300
met4,0.0225,6,1630
met5,0.0124,-,176
-- worst paths after layout --
path,startpoint,end,cells past startpoint
worst max-delay path,r_awcache[1]$_DFFE_PN0N_,m_awcache[1],1
worst min-delay path,rst_n,r_awuser[0]$_DFFE_PN0N_,2
worst max register to register,r_awcache[3]$_DFFE_PN0N_,r_awcache[3]$_DFFE_PN0N_,3
worst min register to register,r_awcache[2]$_DFFE_PN0N_,r_awcache[2]$_DFFE_PN0N_,1
max in group asynchronous,rst_n,r_awprot[0]$_DFFE_PN0N_,2
min in group clk0,s_araddr[8],m_araddr[8],0
Power is estimated from default activity; no workload was simulated.
